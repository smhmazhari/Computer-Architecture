==> flow/design.v <==
module counter_4bit (clock,reset,load,enable,parallel_input,count,carryO);
    input clock , reset , load , enable;
    input [3:0] parallel_input;
    output reg [3:0] count;
    output carryO;
    always @(posedge clock)
    begin
        if(reset)
            count <= 0;
        else if(load)
            count <= parallel_input;
        else if(enable)
            count <= count + 1;
    end
    assign carryO = &{count};
endmodule
module comparator_11(first,second,lt,eq,gt);
    input [10:0] first ,second;
    output lt ,eq,gt;
    assign lt = (first < second);
    assign eq = (first == second);
    assign gt = (first > second);
endmodule
module register_10(parallel_in,clock,reset,load,parallel_out);
    input [9:0] parallel_in;
    input clock , reset , load;
    output reg [9:0] parallel_out;
    always @(posedge clock)
    begin
        if(reset)
            parallel_out <= 0;
        else if(load)
            parallel_out <= parallel_in ;
    end
endmodule
module register_11(parallel_in,clock,reset,load,parallel_out);
    input [10:0] parallel_in;
    input clock , reset , load;
    output reg [10:0] parallel_out;
    always @(posedge clock)
    begin
        if(reset)
            parallel_out <= 0;
        else if(load)
            parallel_out <= parallel_in ;
    end
endmodule
module subtractor_11(a , b , sub_result);
    input [10:0] a , b;
    output [10:0] sub_result;
    assign sub_result = a - b ;
endmodule
module mux_2_to_1(first_option,second_option , selector , result);
    input [10:0] first_option,second_option;
    input selector;
    output [10:0]result;
    assign result = (selector) ? second_option : first_option;
endmodule
module controller(lt_comparator3,carry_out,start,done,load_a,load_b,load_Q,load_Q_next,load_acc,load_acc_next,
        load_counter,clock,reset,enable_counter,sel_Q,sel_acc,sel_dvz,
        busy,dvz,ovf,valid);
        input start,reset,clock,lt_comparator3,ovf,carry_out,dvz;
        output reg load_a,load_b,load_Q,load_Q_next,load_acc,load_acc_next,
                load_counter,enable_counter,sel_Q,sel_acc,sel_dvz,
                busy,valid,done;
        parameter [3:0]  Init = 1 , S2 = 2,S3 = 3,S4 = 4,S5 = 5,S6 = 6,S7 = 7,S8 = 8,S9 = 9,S10 = 10,S11 = 11,Done = 12,VALID = 13 ;
        reg [3:0] ps , ns;
        always @(posedge clock) 
        begin
            if(reset)
                ps <= Init;
            else
                ps <= ns;
        end
        always @(ps , start , dvz , ovf)
        begin
            case (ps)
                Init: ns = (start)? S2 : Init;
                S2: ns = (~start) ? S3 : S2;
                S3: ns = S4;
                S4: ns = (dvz)? Done : S5;
                S5: ns = S6;
                S6: ns = (lt_comparator3)? S7 : S8;
                S7: ns = S10;
                S8: ns = S9;
                S9: ns = S10;
                S10: ns = (ovf) ? Done : S11;
                S11: ns = (carry_out) ? VALID : S6;
                Done:ns = Init;
                VALID: ns = Init;
                default:ns = Init;
            endcase
        end
        always @(ps)
        begin
            {load_a,load_b,load_counter,sel_dvz,load_Q,load_acc,enable_counter
            ,load_acc_next,load_Q_next,done} = 10'b0;
            {valid,busy} = 2'bzz;
            {sel_Q,sel_acc} = 2'b11;
            case (ps)
                S3:{load_a,load_b,load_counter,busy,sel_dvz} = 5'b1_1111;
                S4:{busy}=1'b1;
                S5:
                begin
                {load_acc,busy,load_Q} = 3'b111;
                {sel_Q,sel_acc} = 2'b00;
                end
                S6:{enable_counter,busy} = 2'b11; 
                S7:{load_acc_next,load_Q_next , busy} = 3'b111;
                S8:{load_acc_next,busy} = 2'b11;
                S9:{load_acc_next,load_Q_next,busy} = 3'b111;
                S10:{busy} = 1'b1;
                S11:{load_acc,load_Q,busy} = 3'b111;
                VALID:valid = 1'b1;
                Done:done = 1'b1; 
            endcase
        end
endmodule
module datapath(par_in_a,par_in_b,load_a,load_b,load_Q,load_Q_next,load_acc,load_acc_next,
                load_counter,clock,reset,enable_counter,sel_Q,sel_acc,sel_dvz,
                par_out_Q,dvz,ovf,carry_out,lt_comparator3);
	input [9:0] par_in_a , par_in_b;
	input load_a,load_b,load_Q,load_Q_next,load_acc,load_acc_next,load_counter;
	input clock,reset,enable_counter;
	input sel_Q,sel_acc,sel_dvz;
	output [9:0]par_out_Q;
    output ovf , dvz , carry_out,lt_comparator3;
	parameter [3:0] PAR_IN_COUNTER = 4'b0001;
	wire [3:0] par_out_counter;
	wire lt_comp1,eq_comp1,gt_comp1;
	wire lt_comp2,eq_comp2,gt_comp2;
	wire eq_comp3,gt_comp3;
	wire [9:0] par_out_a , par_out_b , par_out_Q_next;
	wire [10:0] par_in_Q;  
	wire [10:0] par_out_acc,par_out_acc_next;
	wire [10:0] sub_result;
	wire [10:0] par_in_acc,par_in_acc_next;
	wire [10:0] result_mux3;
	counter_4bit counter(clock,reset,load_counter,enable_counter,PAR_IN_COUNTER,par_out_counter,carry_out);
	comparator_11 comparator1({5'b0,par_out_Q_next[9:4]},11'b0,lt_comp1,eq_comp1,gt_comp1);
	comparator_11 comparator2({7'b0,par_out_counter},{7'b0,4'b1010},lt_comp2,eq_comp2,gt_comp2);
	comparator_11 comparator3(result_mux3,{1'b0,par_out_b},lt_comparator3,eq_comp3,gt_comp3);
	register_10 reg_A(par_in_a,clock,reset,load_a,par_out_a);
	register_10 reg_B(par_in_b,clock,reset,load_b,par_out_b);
	register_10 reg_Q(par_in_Q[9:0],clock,reset,load_Q,par_out_Q);
	register_10 reg_Q_next({par_out_Q[8:0],~lt_comparator3},clock,reset,load_Q_next,par_out_Q_next);
	register_11 reg_ACC(par_in_acc,clock,reset,load_acc,par_out_acc);
	register_11 reg_ACC_next(par_in_acc_next,clock,reset,load_acc_next,par_out_acc_next);
	mux_2_to_1 mux1({1'b0,par_out_a[8:0],1'b0},{1'b0,par_out_Q_next} , sel_Q , par_in_Q);
	mux_2_to_1 mux2({10'b0,par_out_a[9]},par_out_acc_next , sel_acc , par_in_acc);
	mux_2_to_1 mux3(par_out_acc,11'b0,sel_dvz,result_mux3);
	mux_2_to_1 mux4({par_out_acc[9:0],par_out_Q[9]},{sub_result[9:0],par_out_Q[9]} , ~lt_comparator3 , par_in_acc_next);
	subtractor_11 subtractor(par_out_acc , {1'b0,par_out_b} , sub_result);
	assign ovf = ~eq_comp1 && eq_comp2 ;
	assign dvz = ~|{par_in_b};
endmodule
module divider(A,B,Q_out,reset,start,clock,busy,DVZ,OVF,valid);
	input [9:0] A,B;
	input reset,start,clock;
	output [9:0] Q_out;
	output busy,OVF,valid,DVZ;
	wire [9:0] Q;
	wire dvz , ovf;
	wire load_a,load_b,load_Q,load_Q_next,load_acc,load_acc_next,
    load_counter,enable_counter,sel_Q,sel_acc,sel_dvz,done,carry_out , lt_comp3 ;
	datapath dp(A,B,load_a,load_b,load_Q,load_Q_next,load_acc,load_acc_next,load_counter
			,clock,reset,enable_counter,sel_Q,sel_acc,sel_dvz,Q,dvz,ovf,carry_out,lt_comp3);
	controller cu(lt_comp3,carry_out,start,done,load_a,load_b,load_Q,load_Q_next,load_acc,load_acc_next,
                load_counter,clock,reset,enable_counter,sel_Q,sel_acc,sel_dvz,busy,dvz,ovf,valid);
	assign Q_out = (valid) ? Q : 10'bz;
	assign DVZ = (dvz) ? 1:1'bz;
	assign OVF = (ovf) ? 1:1'bz;
endmodule
==> flow/run.sh <==
#!/bin/bash
# OpenROAD 26Q1-2900-gdf79404cd8, Yosys 0.63+post, stock flow scripts
make -C /OpenROAD-flow-scripts/flow DESIGN_CONFIG=/design/flow/config.mk WORK_HOME=/design/flow/orfs finish
==> flow/config.mk <==
export PLATFORM = sky130hd
export DESIGN_NAME = divider
export DESIGN_NICKNAME = divider
export VERILOG_FILES = /design/flow/design.v
export SDC_FILE = /design/flow/constraint.sdc
export NUM_CORES = 4
export LEC_CHECK = 1
export CORE_UTILIZATION = 30
==> flow/constraint.sdc <==
current_design divider

set clk_period 3.9
set clk_io_pct 0.2

create_clock -name clk0 -period $clk_period [get_ports {clock}]

set non_clock_inputs [all_inputs -no_clocks]
set_input_delay [expr $clk_period * $clk_io_pct] -clock clk0 $non_clock_inputs
set_output_delay [expr $clk_period * $clk_io_pct] -clock clk0 [all_outputs]
==> qor.txt <==
outcome: completed
Post-route DRC: 0
clock slew at reported path FFs: 0.06 ns
drt pass-1 iters: 4
M1 WL: 4620 µm
top fanout value on the critical path: 21
routability congestion estimate: 0.879
Layout area overhead: 17.6%
Post-Route WL: 9000 µm
depth of the most critical reg-to-reg path: 9
flop2flop setup slack: 0.97 ns
Setup crit start kind: register
Routed Antenna Nets: 0
Congestion Overflow GR: 0
Util after Layout: 36.5%
highest metal used: met4
Worst path max stage delay: 0.54 ns
Finished Cell Area: 0.00489 mm²
Synth Seq Share: 37.6%
fin crit period: 2.93 ns
clock buffer count from CTS: 9
Flop area: 0.00156 mm²
Buf/Inv on CP: 1
hold_sp: dp.reg_ACC.parallel_out[10]
Layout Skew: 0.00760 ns
met2 wire length: 3910 µm
Dominant Register Cell: dfxtp_1
PwrDens: 662 mW/mm²
Synth Register Bits: 78
RR Startpoint: cu.load_b
Tightest Hold Check Type: register to register
period utilisation layout: 75.0%
ys async rst share: 0%
Syn Inst Count: 464
FP Core Util: 31.0%
Final Hold Fails: 0
DR WL met3: 376 µm
yosys cell count: 464
Max IR drop VDD: 0.403 mV
CTS sink count: 78
Fmax: 342 MHz
Latency at later pin: 0.34 ns
CTS tree: yes
Relative slew margins: 50.9%
number of enable flip-flop cells: 0
tool warnings: 26
largest net degree at the start of global routing: 71
Vias/cell: 4.92
worst hold endpoint: dp.reg_ACC.parallel_out[10]
FP Rows: 42
CP Cell Sequence: buf_4, nor2b_1, ha_1, nand2_1, a21o_1, a21oi_4, a21o_1, o21ai_0, nor4_1
critical path's top delay family: AND-OR/OR-AND gates
TNS Setup: 0 ns
initial antenna violation count: 0
syn_area_per_cell: 8.96 µm²
Slew @ Worst Pin: 0.736 ns
first-pass GRT wire length: 15300 µm
Root Driver: clkbuf_16
drt wl/cell: 13.6 µm
Crit. End Element: register
Finish-stage setup viols: 0
critical path class: register to register
Ant. Diodes: 0
Initial DRC Count: 161
Setup Buffers After CTS: 0
Yosys cell types: 66
hold bufs inserted after CTS: 0
gr usage total: 13.5%
crit path max-delay cell type: dfxtp_2
dpl hpwl: 6250 µm
layout cell share with drive strength beyond 1: 9.09%
Logic cell area: 0.00233 mm²
Post-Synthesis Cell Area: 0.00416 mm²
io pins: 37
Leak Pwr: 1.77 nW
YS chip area: 0.00416 mm²
chip area: 0.0143 mm²
maximum clock path buffer count: 2
RSZ-0062 raised after global routing: no
Die Width: 120 µm
Fill cells: 1349
Critical Path AT: 3.12 ns
CP required: 4.09 ns
max cap viols: 0
CTS H-tree depth: 3
Worst R2R End: cu.load_b
Resize count post-CTS: 0
Most Frequent Cell on Critical Path: a21o_1
DP Area: 0.00456 mm²
Buffers on Ports: 34
vias in the first global route: 3127
Core Region: 0.0134 mm²
die height: 120 µm
Ys Warns: 10
hold path depth: 2
WHS: 0.464 ns
Slew Limit Fails: 0
routed vias: 3247
state kept, by name, indices dropped and copies added (netlist names):
| signal | flops |
|---|---|
| cu.load_b | 1 |
| valid | 1 |
| dp.reg_B.parallel_out | 10 |
| dp.reg_ACC.parallel_out | 11 |
| cu.load_acc_next | 1 |
| dp.mux2.selector | 1 |
| dp.reg_Q.parallel_out | 10 |
| cu.ps | 4 |
| cu.load_Q_next | 1 |
| dp.reg_Q_next.parallel_out | 10 |
| dp.counter.count | 4 |
| dp.reg_ACC_next.parallel_out | 11 |
| cu.load_Q | 1 |
| dp.reg_A.parallel_out | 10 |
| cu.enable_counter | 1 |
| busy | 1 |
metal layers:
metal,vias up,GRT usage (%)
li1,1664,-
met1,1525,20.8
met2,51,20.6
met3,7,2.57
met4,0,1.25
met5,-,0
report_power, final:
group	total, W	switching [W]	internal [W]	leakage [nW]
clock network	0.000920	0.000351	0.000569	0.158
registers	0.00110	0.000162	0.000935	0.632
logic	0.00122	0.000671	0.000551	0.982
total	0.00324	0.00118	0.00206	1.77
cells by family after synthesis:
logic type / synth area share, %
other cells: 0.0902
simple gates: 21.0
fa+ha+maj: 6.74
xor+xnor: 1.26
compound gates: 16.2
flops: 37.6
mux: 10.7
buf+inv: 6.50
worst max-delay path by stage:
stage / cells after the start / end / slack [ns] / startpoint
global route: 9 / cu.load_b / 0.68 / cu.load_b
CTS: 9 / cu.load_b / 0.93 / cu.load_b
finish: 9 / cu.load_b / 0.97 / cu.load_b
final cells by class:
cell class              instances  area share [%]
well taps                     176            4.50
flip-flops and latches         78            32.0
multi-input cells             333            47.6
clock inverters                 7            2.15
inverters                      16            1.23
repair buffers                 41            7.93
clock buffers                   9            4.61
per-stage QoR:
step	cells	power (W)	worst slack [ns]
detailed placement	644	0.00233	0.739
CTS	660	0.00327	0.927
global route	660	0.00345	0.676
floorplan	465	0.00206	1.23
global placement	644	0.00231	0.799
finish	660	0.00324	0.974
worst register-to-register path, delay by kind of cell (launching register included):
family / cells / cell delay (ns)
AOI/OAI and AO/OA: 4 / 1.00
adders and majority gates: 1 / 0.30
and+or+nand+nor: 3 / 0.55
DFF: 1 / 0.54
buffers and inverters: 1 / 0.40
cells in the mapped netlist, types with 8 or more instances:
library cell / count / area, µm²
inv_1: 16 / 60.1
nor2_1: 66 / 248
a211oi_1: 14 / 105
buf_4: 13 / 97.6
nand2_1: 20 / 75.1
dfxtp_1: 78 / 1560
clkbuf_1: 16 / 60.1
nor2b_1: 12 / 75.1
nand3_1: 14 / 70.1
o21ai_0: 8 / 40.0
mux2i_1: 42 / 420
a21oi_1: 24 / 120
ha_1: 20 / 250
nand2b_1: 17 / 106
layout by cell type, fill, tap and decap left out, types with 6 or more instances in the layout:
master	n
nor2_1	66
mux2i_1	42
o21a_1	6
nand2b_1	17
nor3_1	7
buf_4	7
clkbuf_16	9
clkdlybuf4s50_1	33
nand3_1	14
dfxtp_1	77
a21oi_1	24
a211oi_1	14
a311oi_1	7
nor2b_1	12
ha_1	20
inv_1	16
nor4_1	7
nand2_1	20
o21ai_0	8
Power figures rest on the tool's default switching activity, not on a simulated workload.
