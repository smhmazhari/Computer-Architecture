File: flow/config.mk
export PLATFORM = sky130hd
export DESIGN_NAME = RegisterFile
export DESIGN_NICKNAME = RegisterFile
export VERILOG_FILES = /design/flow/design.v
export SDC_FILE = /design/flow/constraint.sdc
export NUM_CORES = 4
export LEC_CHECK = 1
export CORE_UTILIZATION = 50
File: flow/constraint.sdc
current_design RegisterFile

set clk_period 6.0
set clk_io_pct 0.2

create_clock -name clk0 -period $clk_period [get_ports {clk}]

set non_clock_inputs [all_inputs -no_clocks]
set_input_delay [expr $clk_period * $clk_io_pct] -clock clk0 $non_clock_inputs
set_output_delay [expr $clk_period * $clk_io_pct] -clock clk0 [all_outputs]
File: flow/design.v
module RegisterFile(clk, regWrite,readRegister1, readRegister2,writeRegister, writeData,readData1, readData2);
    parameter WordLen = 32;
    parameter WordCount = 32;
    input regWrite, clk;
    input [$rtoi($ceil($clog2(WordCount)))-1:0] readRegister1, readRegister2, writeRegister;
    input [WordLen-1:0] writeData;
    output [WordLen-1:0] readData1, readData2;
    reg [WordLen-1:0] registerFile [0:WordCount-1];
    initial 
        registerFile[0] = 32'd0;
    always @(posedge clk) begin
        if (regWrite & (|writeRegister))
            registerFile[writeRegister] <= writeData;
    end
    assign readData1 = registerFile[readRegister1];
    assign readData2 = registerFile[readRegister2];
endmodule
File: flow/run.sh
#!/bin/bash
# OpenROAD 26Q1-2900-gdf79404cd8, Yosys 0.63+post, stock flow scripts
make -C /OpenROAD-flow-scripts/flow DESIGN_CONFIG=/design/flow/config.mk WORK_HOME=/design/flow/orfs finish
==> metrics.cfg <==
[worst_hold_path]
hold_end=registerFile[9][3]
hold_path.class=in -> reg
hold_depth=2
min_from=writeData[3]

[final_timing]
fin_crit_sh_pct=88.4
grt_setup_unrepaired=no
slew-limit-headroom_pct=32.8
whs_ps=1320
tightest_slew_ps=1010
fin_tns_setup_ps=0
final-hold-violation-count=0
finalSetupViolations=0
drv_slew=0
timing.fmax_ghz=0.189
period_minus_slack_ps=5300

[detailed_routing]
drc=0
dr.pass1.iters=5
drt_iter0_drc=2364
via_per_inst=6.36
wl_mm=152
final_antenna_net_count=0
wire_per_inst_um=30.7
num_vias=31300

[worst_setup_path]
worstPathMaxFanout=18
critPathKind=in -> out
required_ps=4800
worstPathArrival_ps=4100
worst_setup_path_start_kind=input port
cp_cell_sequence=clkdlybuf4s50_1 -> nor2_4 -> buf_4 -> a22o_1 -> nor3_1 -> a31oi_1 -> nand3_1 -> clkdlybuf4s50_1
crit_slowest_cell=nor2_4
critPathMaxStageDelay_ps=770
path_buffers=3
end_kind=output pin
critPathMostFrequentCell=clkdlybuf4s50_1
crit_family=buffers and inverters

[synthesis]
ys_seq_share_pct=63.1
yosys-stat-area_um2=48800
yosysUniqueCellTypes=24
syn_inst=3386
syn-cell-area_um2=48800
syn_avg_cell_area_um2=14.4
yosysWarnings=1
ys_cells=3386
ys_ff=1024

[die]
rows=114
coreArea_um2=96700
initCoreUtil_pct=50.4
ios=113
fp.dieW_um=314
die_h_um=314
die_area_um2=98800

[finish]
drive_above_1_share_pct=10.2
top_register=registerFile
largest_reg_flops=1024
syn_to_final_growth_pct=14.5
seq_area_um2=30700
largest_registers=registerFile (1024)
fillCellCount=7199
logic_area_um2=16900
fin_cells=4929
final_area_um2=55800

[job]
warning_count=26
max-cap-violations=0

[clock_network]
clockRootBuffer=clkbuf_16
clkSinkCount=1024
clockBufferDepth=3
cts_setup_buffers=0
cts_tree=built
cts_resized=0
clk_pin_slew_ps=60
numCtsBuffers=109
h-tree-depth=3
hold_buffers=0

[power]
p_per_area_nw_per_um2=290
peakVddDrop_mv=0.240
leakagePower_nw=20.7

[global_route]
gr-total-overflow=0
track_usage_pct=33.8
grt_max_degree=71
antenna_found_initial=3
grt_pass1_wl_mm=218
grt_pass1_vias=32500

[placed_design]
detailed_place.area_um2=52300
dp_hpwl_mm=84.6
portBuffers=112
dp_cells=4725
place_congestion=0.915

[outcome]
run_status=completed

==> where the power goes <==
| group | switching, mW | internal, mW |
|---|---|---|
| Clock | 2.73 | 3.90 |
| Combinational | 0.944 | 0.603 |
| Sequential | 0.0421 | 7.98 |
==> cells in the mapped netlist <==
library cell | count | area [µm²]
nand3_1 | 194 | 971
and2_1 | 2 | 12.5
or3_1 | 1 | 6.26
a22oi_1 | 192 | 1440
buf_1 | 11 | 41.3
clkbuf_4 | 4 | 30.0
nand2b_1 | 4 | 25.0
a22o_1 | 128 | 1120
clkbuf_1 | 82 | 308
buf_4 | 57 | 428
nor2_1 | 34 | 128
buf_2 | 62 | 310
or2_2 | 2 | 12.5
nor3_1 | 64 | 320
or3b_2 | 3 | 26.3
conb_1 | 1 | 3.75
nand2_1 | 195 | 732
mux2i_1 | 1024 | 10200
nor2b_1 | 4 | 25.0
edfxtp_1 | 1024 | 30700
nand3b_1 | 5 | 37.5
buf_6 | 37 | 417
a21oi_1 | 192 | 961
a31oi_1 | 64 | 400
==> cell usage in the layout (no fill, tap or decap), types with 21 or more instances in the layout <==
master / instances
a21oi_1: 192
a22o_1: 128
a22oi_1: 192
a31oi_1: 64
buf_12: 50
buf_4: 123
clkbuf_1: 21
clkbuf_16: 112
clkdlybuf4s50_1: 110
clkinv_1: 33
conb_1: 32
edfxtp_1: 1024
mux2i_1: 1024
nand2_1: 193
nand3_1: 194
nor2_4: 33
nor3_1: 64
==> kinds of logic (layout without fill, tap and decap cells) <==
| group | after synthesis | after routing | synth area share [%] |
|---|---|---|---|
| mux | 1024 | 1024 | 21.0 |
| flops | 1024 | 1024 | 63.1 |
| compound gates | 576 | 576 | 8.05 |
| simple gates | 508 | 508 | 4.71 |
| buf+inv | 253 | 485 | 3.15 |
| other cells | 1 | 36 | 0.00769 |
==> area by class of cell <==
| class | instances | area share [%] |
|---|---|---|
| Antenna cell | 4 | 0.0179 |
| Clock buffer | 133 | 5.16 |
| Clock inverter | 67 | 1.13 |
| Multi-Input combinational cell | 2140 | 30.3 |
| Sequential cell | 1024 | 55.1 |
| Tap cell | 1276 | 2.86 |
| Timing Repair Buffer | 285 | 5.47 |
==> per-stage QoR <==
stage | utilization [%] | worst slack, ps | total power, mW
after global routing | 57.7 | 600 | 16.7
final | 57.7 | 695 | 16.2
after floorplan | - | 2380 | 9.00
after CTS | 57.7 | 774 | 16.3
after global placement | 54.1 | 814 | 9.68
after detailed placement | 54.1 | 769 | 9.69
==> worst max-delay path by stage <==
stage | start | to | cells after the start
after CTS | readRegister1[0] | readData1[10] | 8
after global routing | readRegister1[0] | readData1[11] | 8
final | readRegister1[0] | readData1[10] | 8
==> routing by layer <==
layer  up-vias  wire, µm  GRT usage (%)
li1      13700         -              -
met1     15300     54900           46.1
met2      1990     66400           46.3
met3       298     25300           23.9
met4        10      4810           8.26
met5         -       184           1.45
Power and IR drop assume default switching activity.
