==> ./design.v <==
module ALU(opcode, in1, in2, zero, negative, ALU_result);
    parameter [2:0] Add = 0 , Subtract = 1 , And = 2 , Or = 3,Slt = 4 , Sltu = 5 , Xor = 6;
    input [2:0] opcode;
    input  [31:0] in1, in2;
    output zero, negative;
    output reg  [31:0] ALU_result;
    always @(in1 or in2 or opcode) begin
        case (opcode)
            Add:  ALU_result = in1 + in2;
            Subtract:  ALU_result = in1 - in2;
            And:  ALU_result = in1 & in2;
            Or:  ALU_result = in1 | in2;
            Slt:  ALU_result = 
                        (in1[31] == 1 & in2[31] == 0) ? 32'd1 :
                        (in1[31] == 0 & in2[31] == 1) ? 32'd0 : (in1[30:0] < in2[30:0]);
            Sltu: ALU_result = (in1 < in2) ? 32'd1 : 32'd0;
            Xor:  ALU_result = in1 ^ in2;
            default:  ALU_result = {32{1'bz}};
        endcase
    end
    assign zero = (~|ALU_result);
    assign negative = ALU_result[31];
endmodule
==> ./run.sh <==
#!/bin/bash
# OpenROAD 26Q1-2900-gdf79404cd8, Yosys 0.63+post, stock flow scripts
make -C /OpenROAD-flow-scripts/flow DESIGN_CONFIG=/design/flow/config.mk WORK_HOME=/design/flow/orfs finish
==> ./config.mk <==
export PLATFORM = sky130hd
export DESIGN_NAME = ALU
export DESIGN_NICKNAME = ALU
export VERILOG_FILES = /design/flow/design.v
export SDC_FILE = /design/flow/constraint.sdc
export NUM_CORES = 4
export LEC_CHECK = 1
export CORE_UTILIZATION = 30
==> ./constraint.sdc <==
current_design ALU

set clk_period 25.6
set clk_io_pct 0.2

create_clock -name clk0 -period $clk_period

set non_clock_inputs [all_inputs -no_clocks]
set_input_delay [expr $clk_period * $clk_io_pct] -clock clk0 $non_clock_inputs
set_output_delay [expr $clk_period * $clk_io_pct] -clock clk0 [all_outputs]
==> Flow_metrics.wiki <==
== Metrics ==
{| class="wikitable"
! Metric !! Value
|-
| Outcome || completed
|-
| Fillcell total || 2007
|-
| Pre-CTS worst setup slack || between 10000 and 15000 ps
|-
| Global routing usage summed across all routing layers || 21.3%
|-
| Antenna violations before repair || 0
|-
| Row cnt || 50
|-
| Required time of the worst setup path || roughly 20000 ps
|-
| Worst slew pin tran || ~1000 ps
|-
| Most frequently placed logic cells in the final layout || sky130_fd_sc_hd__clkdlybuf4s50_1, sky130_fd_sc_hd__inv_1, sky130_fd_sc_hd__ha_1
|-
| Register share after synthesis || 0%
|-
| Yosys cell types || ~78
|-
| Number of buffers added for setup after CTS || 0
|-
| Library cell occupying the most area in the post-synthesis netlist || sky130_fd_sc_hd__ha_1
|-
| Cell Int Power || between 70 and 80 uW
|-
| Crit. End Element || output pin
|-
| WS Path Type || in2out
|-
| Vias || roughly 6700
|-
| Pwr/cell area || 24.1 nW/um2
|-
| Final Worst Setup Slack || around 10000 ps
|-
| Count of input and output buffers || between 100 and 150
|-
| Combinational fraction of design power || ~100%
|-
| Final number of max-transition violations || 0
|-
| Initial standard-cell utilization of the core || about 30%
|-
| Per-cell routed wire length || between 15 and 20 um
|-
| Clock power frac || 0%
|-
| Total standard cell area after synthesis || approximately 5800 um2
|-
| Final-layout clock buffer total || 0
|-
| Net switching component of the power || 92.7 uW
|-
| Net switching share of the total power || 56.5%
|-
| Area grow syn2layout || 18.2%
|-
| Total gr overflow || 0
|-
| Fraction of layout instances using a drive strength above 1 || 3.26%
|-
| X dimension of the die || 141 um
|-
| WL final || between 20000 and 25000 um
|-
| Number of remaining DRC errors || 0
|-
| Avg Synthesized Cell Area || about 6.6 um2
|-
| Crit path DAT || 10380 ps
|-
| Diodes inserted || 0
|-
| Class of the worst hold path || in2out
|-
| Max Freq || around 65 MHz
|-
| Yosys synthesis warning count || 2
|-
| Chip area || slightly below 20000 um2
|-
| GPL Wtd Cong || 0.979
|-
| Wire length of the first global-routing pass || between 30000 and 40000 um
|-
| Maximum number of pins on one net before global-route repair || a little under 50
|-
| HPWL after detailed placement || 16600 um
|-
| Most frequent standard cell in the layout excluding fill and tap cells || sky130_fd_sc_hd__clkdlybuf4s50_1
|-
| Via count normalized by instance count || 5.80
|-
| Ports || 101
|-
| Summed standard-cell area reported by yosys || around 5800 um2
|-
| Detailed Routing Iterations Pass 1 || 5
|-
| Final hold violation count || 0
|-
| Number of cells upsized or downsized after cts || 0
|-
| Count of routing violations after the opening detailed-route iteration || 692
|-
| Sequential share of power || 0%
|-
| Period Utilization, post-route || around three fifths
|-
| Core outline area || 18800 um2
|-
| CP max FO || 35
|-
| Number of antenna-violating nets in the routed design || 0
|-
| Synthesized instance count || 871
|-
| Hold slack final || 11430 ps
|-
| Max transition margin || between 30% and 40%
|-
| Number of cell instances after yosys synthesis || around 870
|-
| Reported leakage power || 0.00308 uW
|-
| Log Warnings || roughly 96
|-
| Shortest period the worst path allows || between 15000 and 20000 ps
|-
| Worst VDD drop || around 7.0 uV
|-
| Number of buffers inserted for hold repair after clock tree synthesis || 0
|-
| Share of the core filled with cells || 36.3%
|-
| Post-Route Setup TNS || 0 ps
|-
| Unrepaired setup endpoints after global routing || no
|-
| Post-synth area hogs || sky130_fd_sc_hd__ha_1, sky130_fd_sc_hd__inv_1, sky130_fd_sc_hd__a21oi_1
|-
| Floorplan die height || roughly 140 um
|-
| Storage element area || 0 um2
|-
| Largest type area fraction || 20.9%
|-
| Number of global-route vias before repair || roughly 6200
|-
| Setup-violating endpoint count in the final report || 0
|-
| Count of maximum capacitance violations || 0
|-
| Count of flip-flops and latches || 0
|-
| Critical path startpoint category || input pin
|}
-- cells by family (layout without fill, tap and decap cells) --
kind of cell | Yosys count | after routing | synth area share, %
simple gates | 251 | 251 | 21.0
mux | 27 | 27 | 4.76
buf+inv | 158 | 208 | 11.9
fa+ha+maj | 99 | 99 | 21.9
compound gates | 326 | 326 | 38.9
xor+xnor | 10 | 10 | 1.52
-- stage by stage --
stage,total power [uW],cell area [um2],cells
5_1_grt,179,6810,1155
2_1_floorplan,102,5760,871
3_3_place_gp,162,6810,1155
6_report,164,6810,1155
4_1_cts,162,6810,1155
3_5_place_dp,161,6810,1155
-- critical path: stages --
cell and delay [ps]:
sky130_fd_sc_hd__clkdlybuf4s50_1 450, sky130_fd_sc_hd__buf_4 390, sky130_fd_sc_hd__inv_1 410, sky130_fd_sc_hd__nand2_1 510, sky130_fd_sc_hd__buf_4 350, sky130_fd_sc_hd__o221a_2 220, sky130_fd_sc_hd__o21ai_0 100, sky130_fd_sc_hd__or3_1 380
sky130_fd_sc_hd__or4_1 410, sky130_fd_sc_hd__or4b_1 560, sky130_fd_sc_hd__nor4_2 220, sky130_fd_sc_hd__nand4_1 160, sky130_fd_sc_hd__nor4_1 390, sky130_fd_sc_hd__and4b_1 240, sky130_fd_sc_hd__clkdlybuf4s50_1 450
-- cell usage after synthesis (4+ instances only) --
library cell               count
sky130_fd_sc_hd__inv_1        98
sky130_fd_sc_hd__ha_1         96
sky130_fd_sc_hd__nor2_1       74
sky130_fd_sc_hd__a21oi_1      73
sky130_fd_sc_hd__nand2_1      70
sky130_fd_sc_hd__o21ai_0      52
sky130_fd_sc_hd__clkbuf_1     36
sky130_fd_sc_hd__mux2i_1      24
sky130_fd_sc_hd__o22ai_1      21
sky130_fd_sc_hd__a21o_1       19
sky130_fd_sc_hd__nand3_1      17
sky130_fd_sc_hd__a211oi_1     15
sky130_fd_sc_hd__nor3_1       15
sky130_fd_sc_hd__o31ai_1      15
sky130_fd_sc_hd__a31oi_1      14
sky130_fd_sc_hd__a221oi_1     12
sky130_fd_sc_hd__nand2b_1     11
sky130_fd_sc_hd__nor2b_1      11
sky130_fd_sc_hd__o211ai_1     10
sky130_fd_sc_hd__or3_1        10
sky130_fd_sc_hd__buf_6         9
sky130_fd_sc_hd__o221ai_1      9
sky130_fd_sc_hd__a211o_1       8
sky130_fd_sc_hd__nor4_1        8
sky130_fd_sc_hd__nand4_1       7
sky130_fd_sc_hd__o311ai_0      7
sky130_fd_sc_hd__and3_1        6
sky130_fd_sc_hd__o21a_1        6
sky130_fd_sc_hd__o21bai_1      6
sky130_fd_sc_hd__xnor2_1       6
sky130_fd_sc_hd__a221o_1       5
sky130_fd_sc_hd__and2_1        5
sky130_fd_sc_hd__buf_1         5
sky130_fd_sc_hd__buf_2         5
sky130_fd_sc_hd__or2_2         5
sky130_fd_sc_hd__a22o_1        4
sky130_fd_sc_hd__buf_4         4
sky130_fd_sc_hd__xor2_1        4
-- per-layer routing --
| metal | wire length (um) | GRT usage [%] |
|---|---|---|
| met1 | 9920 | 31.8 |
| met5 | 0 | 0 |
| met2 | 9360 | 33.9 |
| met3 | 1550 | 1.80 |
| met4 | 413 | 3.32 |
-- power groups by stage --
stage	Clock (uW)	Sequential, uW	Combinational (uW)
after CTS	0	0	162
after global routing	0	0	179
final	0	0	164
-- final timing paths --
kind                       from            end  slack (ps)  cells past startpoint
worst max-delay path  opcode[1]           zero       10100                     15
worst min-delay path  opcode[2]  ALU_result[0]       11430                      7
-- layout make-up --
class | count | area (um2) | area share (%)
multi-input cells | 713 | 5070 | 74.5
repair buffers | 110 | 1070 | 15.8
well taps | 234 | 293 | 4.30
inverters | 98 | 368 | 5.40
Power and IR drop assume default switching activity.
